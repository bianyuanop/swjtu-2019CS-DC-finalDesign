==> flow/design.v <==
module counter(
	input clk,
	input en,
	input clear,
	output reg [15:0] digits
);
initial begin
	digits = 0;
end
always @(posedge clk) begin
	if( en ) digits <= digits + 1'b1;
	else digits <= digits;
	if( clear ) digits <= 0;
end
endmodule
module display(
	input clk,
	input wire [15:0] count,
	output reg [2:0] seg,
	output reg [6:0] codeout
);
initial begin
	codeout = 0;
	seg = 3'b1;
end
wire [6:0] codeout1;
wire [6:0] codeout2;
wire [6:0] codeout3;
mapping m1(
	.clk (clk),
	.num (count % 10),
	.codeout (codeout1) 
);
mapping m2(
	.clk (clk),
	.num (count/10 % 10),
	.codeout (codeout2) 
);
mapping m3(
	.clk (clk),
	.num (count/100 % 10),
	.codeout (codeout3) 
);
always @(posedge clk) begin
		seg[0] = 1;
		codeout = codeout1;
		seg[0] = 0;
		seg[1] = 1;
		codeout = codeout2;
		seg[1] = 0;
		seg[2] = 1;
		codeout = codeout3;
		seg[2] = 0;
end
endmodule
module finalDesign(
	input clk,
	input start_in,
	input end_in,
	input clear_in,
	input en,
	input wire [2:0] check,
	output reg led,
	output wire [2:0] seg,
	output wire [6:0] digits,
	output reg [1:0] winner
);
wire clk_inner;
wire [15:0] counter_inside;
reg [15:0] counter_storage;
reg [15:0] max;
reg [15:0] min;
reg [15:0] average;
reg [15:0] rand_num;
reg clear_logic;
reg start_flag;
reg en_logic;
initial begin
	led = 0;
	clear_logic = 0;
	start_flag = 0;
	en_logic = 0;
	max=0;
	min=999;
	average=0;
end
splittor sp1(
	.clk_in (clk),
	.clk_out (clk_inner)
);
counter c1(
	.clk (clk_inner),
	.en (en_logic),
	.clear (clear_logic),
	.digits (counter_inside)
);
display dp1(
	.clk (clk),
	.count (counter_storage),
	.seg (seg),
	.codeout (digits)
);
always @(posedge clk_inner) begin
	counter_storage <= counter_inside;
	if( rand_num > 0 ) rand_num <= rand_num - 1;
	if( clear_in ) begin
		en_logic = 0;
		clear_logic = 1;
	end
	else clear_logic = 0;
	if( en ) begin
		if( start_in ) begin
			rand_num <= 2000;
			if( rand_num == 0 ) begin
				start_flag = 1;
				en_logic = 1;
			end
		end
		if( end_in ) begin
			if( start_flag ) begin
				start_flag = 0;
				en_logic = 0;
				if( counter_inside > max ) max <= counter_inside;
				if( counter_inside < min ) min <= counter_inside;
				average <= (max + min)/2;
				if( max > counter_inside ) winner <= 2'b10;
				else winner <= 2'b01;
			end
			else begin
				counter_storage <= 999;
			end
		end
	end
	else begin
		if( check[0] )  counter_storage <= max;
		if( check[1] )  counter_storage <= min;
		if( check[2] )  counter_storage <= average;
	end
end
endmodule
module mapping(
	input clk,
	input wire [15:0] num,
	output reg [6:0] codeout
);
	always@(posedge clk) begin
		case(num)
			4'b0000:codeout=7'b1111110;
			4'b0001:codeout=7'b0110000;
			4'b0010:codeout=7'b1101101;
			4'b0011:codeout=7'b1111001;
			4'b0100:codeout=7'b0110011;
			4'b0101:codeout=7'b1011011;
			4'b0110:codeout=7'b1011111;
			4'b0111:codeout=7'b1110000;
			4'b1000:codeout=7'b1111111;
			4'b1001:codeout=7'b1111011;
		endcase
	end
endmodule
module splittor(
	input clk_in,
	output reg clk_out
);
reg [15:0] counter;
initial begin
	counter = 0;
	clk_out = 0;
end
always @(posedge clk_in) begin
		counter <= counter + 1'b1;
		if( counter >= 1 ) begin  
			counter <= 0;
			clk_out <= ~clk_out;
		end
end
endmodule
==> flow/run.sh <==
#!/bin/bash
# OpenROAD 26Q1-2900-gdf79404cd8, Yosys 0.63+post, stock flow scripts
make -C /OpenROAD-flow-scripts/flow DESIGN_CONFIG=/design/flow/config.mk WORK_HOME=/design/flow/orfs finish
==> flow/config.mk <==
export PLATFORM = sky130hd
export DESIGN_NAME = finalDesign
export DESIGN_NICKNAME = finalDesign
export VERILOG_FILES = /design/flow/design.v
export SDC_FILE = /design/flow/constraint.sdc
export NUM_CORES = 4
export LEC_CHECK = 1
export CORE_UTILIZATION = 30
==> flow/constraint.sdc <==
current_design finalDesign

set clk_period 2.4
set clk_io_pct 0.2

create_clock -name clk0 -period $clk_period [get_ports {clk}]

set non_clock_inputs [all_inputs -no_clocks]
set_input_delay [expr $clk_period * $clk_io_pct] -clock clk0 $non_clock_inputs
set_output_delay [expr $clk_period * $clk_io_pct] -clock clk0 [all_outputs]
==> summary.txt <==
yosys + openroad results -> Yosys warnings=8, required time of the critical path=1920 ps, core box area=0.0319 mm2, Buffers on Ports=17, kind of critical path=reg2out, Cell area leaders=edfxtp_1 17%, dfxtp_1 15%, ha_1 7.4%, die area=0.0335 mm2, tool warnings=31, total chip power=1.61 mW, setup slack on the worst flop-to-flop path=1040 ps, slowest stage cell on the critical path=clkdlybuf4s50_1, type of element capturing the critical path=output port, H-tree levels=2, pin count of the biggest net entering global routing=50, Seq share, synth=32.1%, std cell rows=65, worst rel slew slack=43.3%, Tot GR Track Use=13.7%, clock latency on the worst-skew pair=270 ps, capture instance of the worst register-to-register path=sp1.clk_out$_DFFE_PP_, count of different cell masters after synthesis=105, maximum clock path buffer count=2, GR met3 Demand/Resource=1.01%, RSZ-0062 raised after global routing=false, number of violations reported at the end of detailed-routing iteration 0=506, most used flip-flop cell=dfxtp_1, post-synth area from yosys stat=0.00983 mm2, power density of the placed cells=152 mW/mm2, Worst Max-Slew Pin Slew=848 ps, fraction of final layout cells sized beyond drive strength 1=7.42%, number of cells traversed by the worst hold path=0, number of buffers and inverters on the critical path=1, Remaining DRCs=0, overall overflow remaining after global route=0, maximum frequency from static timing analysis=666 MHz, dpl hpwl=16900 um, setup TNS=0 ps, critical path data arrival time=1020 ps, fraction of synthesis flops using an asynchronous set or reset pin=0%, largest area contributor in the synthesized netlist=edfxtp_1, # setup viols final=0, number of fillers in the final layout=3272, count of endpoints without a timing constraint=162, largest vdd supply drop=352 uV, number of I/O pins=21, cell at the root of the clock tree=clkbuf_16, TritonCTS clock tree=yes, die boundary height=183 um, cts bufs inserted=5, floorplan utilization=30.8%, average instance area after synthesis=8.58 um2, total length of routed wires=22100 um, gpl congestion=0.879, routing layer with the top usage in global route=met2, Post-Layout Cell Count=1581, yosys cell count=1146, Vias per Instance=5.24, Layout area overhead=7.91%, largest incremental delay on the critical path=450 ps, outcome=finished, final reports clean, Hold WC Path Type=reg2reg, via count of the routed design=8292, number of global-route vias before repair=7663, leakage dissipation=3.86 nW, grt met2 use=22.5%, final cycle utilization of the critical path=62.6%, Final Critical Period=1500 ps, startpoint of the most critical register-to-register path=sp1.counter[0]$_SDFF_PP0_, portion of synthesized cell area occupied by the leading cell type=17.4%, final tally of hold violations=0, worst-case clock skew=3.02 ps, gate family responsible for the most delay along the worst path=buffers and inverters, maximum capacitance violations=0, global-route wire length before repair=37700 um, clock transition time at the flip-flop clock pins of the worst setup and hold paths=50 ps, EDFF count, synth=57, startpoint class of the critical path=flop, placed cell count=1573, Die Span X=183 um, initial antenna violation count=0, global-route met1 utilization=20.9%, post-CTS setup buffer count=0, cell-by-cell trace of the critical path=clkdlybuf4s50_1, # resized after CTS=0, area of the mapped netlist=0.00983 mm2, count of unclocked register or latch pins=97, hold endpoint=dp1.codeout[6]$_DFF_P_, post-synthesis register bit count=129, antenna fix cells=0, number of instances in the synthesized netlist=1146, First-pass DRT Iterations=5, depth of the worst register-to-register path=4, cts-stage hold buffer count=0, final number of max-transition violations=0, Max Fanout on Critical Path=1, Post-DRT Antenna Nets=0, average wire per standard cell=14.0 um, Min-Delay Startpoint=dp1.m3.codeout[6]$_DFFE_PP_
[registers in the layout (all words and copies together), names as in the netlist, 2 cells and up]
name and count:
average 14, c1.digits 16, counter_storage 14, dp1.codeout 7, dp1.m3.codeout 7, max 16, min 16, rand_num 16
sp1.counter 16, winner 2
[Yosys cell counts, types with 6 or more instances]
master,n
nor2_1,117
a21oi_1,92
dfxtp_1,72
nand2_1,72
inv_1,59
ha_1,58
edfxtp_1,57
o21ai_0,54
a211oi_1,47
xnor2_1,45
clkbuf_1,32
nand3_1,30
nor3_1,29
nand2b_1,18
nand4_1,17
xor2_1,17
a31oi_1,16
or3_1,16
a21o_1,15
buf_2,15
o21bai_1,14
o211ai_1,13
nor2b_1,12
nor4_1,12
o22ai_1,12
and2_1,10
o211a_1,9
and3_1,8
mux2i_1,7
buf_4,6
nand3b_1,6
o21a_1,6
o21ai_1,6
or2_2,6
[per-stage QoR]
stage / hold WS [ps] / area (um2) / util, % / setup WS (ps)
2_1_floorplan: 323 / 9890 / - / 617
3_3_place_gp: 324 / 10500 / 32.8 / 1140
3_5_place_dp: 327 / 10500 / 32.8 / 1050
4_1_cts: 339 / 10600 / 33.3 / 885
5_1_grt: 344 / 10600 / 33.3 / 855
6_report: 337 / 10600 / 33.3 / 899
[layer usage]
metal	wire (um)	up-vias
met3	732	14
met1	11000	3832
met5	0	-
met2	10200	165
met4	130	0
li1	-	4281
[power breakdown]
part	switching, mW	total (mW)	internal [mW]	leakage (nW)
Clock	0.203	0.646	0.444	0.0780
Combinational	0.228	0.371	0.143	2.67
Sequential	0.00689	0.597	0.590	1.12
Total	0.438	1.61	1.18	3.86
[final cells by class]
cell class	count	area [um2]	share of cell area, %
Multi-Input combinational cell	916	6240	58.8
Tap cell	435	544	5.13
Clock buffer	6	150	1.41
Inverter	60	225	2.12
Clock inverter	2	12.5	0.118
Sequential cell	129	3150	29.7
Timing Repair Buffer	33	290	2.74
[logic make-up after synthesis]
logic type / after synthesis / share of synthesized area [%]
compound gates: 383 / 28.5
simple gates: 382 / 19.6
flops: 129 / 32.1
buf+inv: 117 / 5.19
xor+xnor: 63 / 5.80
fa+ha+maj: 61 / 7.79
mux: 10 / 1.06
other cells: 1 / 0.0381
[cell usage in the layout (no fill, tap or decap), types with 18 or more instances in the layout]
cell / netlist / routed
a211oi_1: 47 / 47
a21oi_1: 92 / 92
dfxtp_1: 72 / 72
edfxtp_1: 57 / 57
ha_1: 58 / 58
inv_1: 59 / 59
nand2_1: 72 / 72
nand2b_1: 18 / 18
nand3_1: 30 / 30
nor2_1: 117 / 117
nor3_1: 29 / 29
o21ai_0: 54 / 54
xnor2_1: 45 / 45
[worst max-delay path by stage]
stage,from,endpoint,slack [ps],cells after the start
finish,dp1.codeout[4]$_DFF_P_,digits[4],900,1
global route,dp1.seg[0]$_DFF_P_,seg[0],850,1
CTS,dp1.codeout[1]$_DFF_P_,digits[1],880,1
Power and IR drop assume default switching activity.
